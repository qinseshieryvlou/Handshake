==> design/flow/design.v <==
module valid_ready_flop
     #(parameter width = 4)
     (
	input clk, 
	input  rst,
	input [width-1:0] data_up,
	input valid_up,
	output ready_up, 
	input ready_down, 
	output valid_down,
	output [width-1:0] data_down 
    );
	reg [width-1:0] data_pipe;
	reg pipe_ready;
	reg pipe_valid;
	assign ready_up = pipe_ready || !pipe_valid; 
	always @(posedge clk) begin
		if (!rst) begin
			pipe_valid <= 0;
			data_pipe <= 0;
		end
		else begin
			pipe_valid <= (ready_up) ? valid_up : pipe_valid; 
			data_pipe <= (ready_up && valid_up) ? data_up : data_pipe;
		end
	end
	wire store_data; 
	reg [width-1:0] buffered_data;
	reg buffer_valid;
	assign store_data = pipe_valid && pipe_ready && ~valid_down; 
	always @(posedge clk) begin
		if (!rst)  buffer_valid <= 1'b0;
		else buffer_valid <= buffer_valid ? ~valid_down: store_data; 
    end
	always @(posedge clk) begin
		if (!rst)  buffered_data <= 0;
	   else      buffered_data <= store_data ? data_pipe : buffered_data;
    end
	always @(posedge clk) begin
		if (!rst)  pipe_ready <= 1'b1; 
		else pipe_ready <= valid_down || ((~buffer_valid) && (~store_data)); 
	end
	assign valid_down = pipe_ready? pipe_valid : buffer_valid;
	assign data_down  = pipe_ready? data_pipe : buffered_data;
endmodule
==> design/flow/run.sh <==
#!/bin/bash
# OpenROAD 26Q1-2900-gdf79404cd8, Yosys 0.63+post, stock flow scripts
make -C /OpenROAD-flow-scripts/flow DESIGN_CONFIG=/design/flow/config.mk WORK_HOME=/design/flow/orfs finish
==> design/flow/config.mk <==
export PLATFORM = sky130hd
export DESIGN_NAME = valid_ready_flop
export DESIGN_NICKNAME = valid_ready_flop
export VERILOG_FILES = /design/flow/design.v
export SDC_FILE = /design/flow/constraint.sdc
export NUM_CORES = 4
export LEC_CHECK = 1
export CORE_AREA = 10 10 74 74
export DIE_AREA = 0 0 84 84
==> design/flow/constraint.sdc <==
current_design valid_ready_flop

set clk_period 2.3
set clk_io_pct 0.2

create_clock -name clk0 -period $clk_period [get_ports {clk}]

set non_clock_inputs [all_inputs -no_clocks]
set_input_delay [expr $clk_period * $clk_io_pct] -clock clk0 $non_clock_inputs
set_output_delay [expr $clk_period * $clk_io_pct] -clock clk0 [all_outputs]
==> summary.txt <==
Purpose: to document the outcome of synthesis and place and route.

Timing
For the pin with the worst max-slew slack, the measured transition is 461 ps. The worst-case max-slew headroom was logged as 69.1%. Summed over all failing endpoints, the final setup total negative slack is 0 ps. The final period demand of the worst path is 1970 ps. Setup repair after global routing left no endpoint under its margin. Timing would allow up to 0.507 GHz. After layout, the setup clock skew is reported as 1.39 ps.

The post-route fraction of the period consumed by the critical path is 85.7%. From the final report, the count of setup violators was given as 0. Hold-check failures listed in the final report amount to 0.

Max-slew check failures listed in the final report amount to 0.

GRT
The first global-routing pass estimated 1.74 mm of wire. The global router's overall resource usage is 2.95%. For this run the aggregate overflow at the end of global routing stands at 0. The maximum number of pins on one net before global-route repair is 15.

The number of global-route vias before repair is 345. The initial antenna violation count is 0.

Routing
The DRC marker count from the first detailed-route iteration is 13. The routed via count divided by cell count is 3.13. The average wire length per cell after detail routing is 9.39 um. The number of antenna diodes in the final layout is 0. The routed layout reports a DRC error count of 0. The wire length recorded after detailed routing is 977 um. The count of TritonRoute iterations in the first routing pass is 2. Detailed routing inserted a total of 326 vias.

In this run the remaining antenna-violating nets after routing total 0.

Critical path
The startpoint of the most critical register-to-register path is pipe_ready. The reg-to-reg critical path endpoint is data_pipe[1]. The dominant delay contributor by cell family on the critical path is flip-flops. The kind of capture point of the worst setup path is an output port. Among all stages on the critical path, the maximum delay recorded is 470 ps.

The setup slack on the worst flop-to-flop path is 1240 ps. Counting both buffers and inverters, the worst setup path holds a total of 1. The data required time reported for the critical path is 1840 ps. The class of the most critical setup path is register to output port. The path depth of the worst reg2reg path is 3. The critical path goes through mux2_2 -> clkdlybuf4s50_1. The arrival time reported for the critical path endpoint is 1510 ps.

STA classifies the critical path startpoint as a register. Looking at the critical path, the highest net fanout was 7. The count of cell instances traversed by the critical path is 2. The slowest cell on the critical path is dfxtp_1.

Outcome
The run finished with clean final reports.

Die
Row generation in the floorplan step produced 23 rows. The floorplan core density is 11.4%. The floorplan step defined a die boundary enclosing 7060 um^2. The floorplan step defined a core boundary enclosing 3970 um^2. The count of boundary I/O pins is 14.

Per the OpenROAD floorplan log, the width of the die is 84 um. The height of the die is 84 um.

Min path
STA lists the startpoint of the worst hold path as buffered_data[1]. In the hold timing report, the worst path depth is 1. In the hold report, the worst path ends at buffered_data[1]. In this run the worst hold path is classified as register to register.

Final layout
The layout has 439 filler cells. The signed area change from the synthesized netlist to the final layout is 44.6%. Leaving out buffers and inverters, the combinational logic in the layout accounts for 198 um^2. The library cells used most frequently in the layout, excluding fill and tap cells, are clkdlybuf4s50_1, dfxtp_1, mux2_2. The library cell used most frequently in the layout, excluding fill and tap cells, is clkdlybuf4s50_1. The share of cells above drive strength 1 is 27.8%.

In the final layout, flip-flops and latches occupy 220 um^2. The finished layout cell area is 653 um^2. The utilization after layout is 16.4%.

Power
The cell leakage power is 0.247 nW. The power dissipated by switching net loads is 0.0834 mW. Looking at the power breakdown, sequential logic takes 46.8% of the total. Combinational logic burns 8.9% of the power. Of the total power, the clock network draws 44.3%. In the power breakdown, the internal column shows 0.342 mW. Switching power as a fraction of the total was reported as 19.6%.

The cell area power density is 652 nW/um^2. The largest voltage drop on the vdd net is 0.128 mV.

Clock tree
In this run the post-CTS setup repair buffer count came out at 0. The maximum buffer depth of the clock tree is 2. The post-CTS resize count is 0. The total CTS buffers is 3. In this run, post-CTS hold repair placed 0 buffers. The clock transition at the registers of the reported paths is 50 ps. Per the skew report, the later register of the worst-skew pair sees a clock latency of 240 ps. TritonCTS built the clock tree. The root buffer cell is clkbuf_8. The total number of H-tree levels is 1. For this design, the sink count on the clock tree is 11.

Placed design
The half-perimeter wire length after detailed placement is 801 um. The final weighted congestion in routability-driven placement is 0.681. Input and output buffers added on the ports amount to 12. The post-placement cell area is 608 um^2.

Yosys
The main area contributors are dfxtp_1, mux2_2, o21ai_2. The fraction of post-synthesis cell area in the top cell type by area is 48.8%. Summing every instance area after synthesis gives 452 um^2. The number of library cell types mapped by synthesis is 13. The synthesis report lists the Yosys warning total as 1. For this run, the register share of the synthesized area comes to 48.8%. Per the synth log, the flip-flop and latch total comes to 11. The area recorded from the Yosys report for this design is 452 um^2. The cell total in the yosys stat output is 41.

Each instance of the synthesized netlist takes up on average 11.0 um^2. Counting every instance in the synthesized netlist gives 41. The synthesized design spends more area on one cell type than any other, namely dfxtp_1.

Flow run
The number of maximum-capacitance violations recorded for the run is 0. The count of warning messages emitted by the tools is 26.
[power by group through the flow]
| stage | Clock, mW | Sequential, mW | Combinational, mW |
|---|---|---|---|
| global route | 0.206 | 0.199 | 0.0417 |
| CTS | 0.192 | 0.199 | 0.0392 |
| finish | 0.189 | 0.199 | 0.0381 |
[cells by family after synthesis]
group / Yosys count / synth area share, %
AND-OR/OR-AND: 5 / 9.42
buffers and inverters: 5 / 7.48
flip-flops: 11 / 48.8
multiplexers: 5 / 12.5
AND/OR/NAND/NOR: 15 / 21.9
[through the flow]
| stage | power, mW | setup slack [ps] | hold slack (ps) | std cells |
|---|---|---|---|---|
| floorplan | 0.216 | 1130 | 426 | 41 |
| global placement | 0.241 | 562 | 439 | 100 |
| detailed placement | 0.242 | 569 | 444 | 100 |
| CTS | 0.431 | 300 | 458 | 104 |
| global route | 0.448 | 247 | 480 | 104 |
| finish | 0.426 | 329 | 452 | 104 |
[cell usage after synthesis]
| cell type | n |
|---|---|
| o21ai_2 | 4 |
| and2_4 | 1 |
| mux2_2 | 5 |
| nand4_1 | 4 |
| a21boi_0 | 1 |
| nand2b_4 | 1 |
| and4b_2 | 1 |
| inv_1 | 2 |
| dfxtp_1 | 11 |
| nand2_1 | 4 |
| buf_6 | 2 |
| clkbuf_1 | 1 |
| and2_1 | 4 |
[cell type report]
cell class              count  share of cell area, %
inverters                   2                   1.15
clock buffers               4                   6.90
flip-flops and latches     11                   33.7
well taps                  50                   9.58
multi-input cells          25                   30.3
repair buffers             12                   18.4
[sequential cells by signal, summed over array words and instances, names as in the netlist]
name,flops
buffer_valid,1
buffered_data,4
data_pipe,4
pipe_ready,1
pipe_valid,1
[how the worst max path moves through the flow]
stage | start | endpoint | slack, ps
6_report | pipe_ready | data_down[0] | 330
5_1_grt | pipe_ready | data_down[0] | 250
4_1_cts | pipe_ready | data_down[0] | 300
[layer usage]
layer / up-vias / global-route usage (%) / wire [um]
met2: 6 / 5.02 / 536
li1: 166 / - / -
met5: - / 0 / 0
met4: 0 / 1.07 / 36
met3: 4 / 1.18 / 42
met1: 150 / 3.22 / 362
Power is estimated from default activity; no workload was simulated.
