==> flow/design.v <==
`timescale 1ns/1ns
module valid_flop
    #(parameter width = 4)
        (
        input   clk,                                                                   
        input   rst,                                                                   
        input   valid_up,                                                                
        input   [width-1:0] data_up,
        input   ready_down,   
        output ready_up,       
        output reg valid_down,                                                     
        output reg [width-1:0] data_down
        );
always @(posedge clk) begin
    if (!rst)  valid_down <= 1'b0;
    else        valid_down <= ready_up ? valid_up : valid_down;
 end
always @(posedge clk) begin
    if (!rst)  data_down <= {width{1'b0}} ;
    else        data_down <= (ready_up && valid_up) ? data_up : data_down;
end
assign ready_up = ready_down || ~valid_down;
endmodule
==> flow/run.sh <==
#!/bin/bash
# OpenROAD 26Q1-2900-gdf79404cd8, Yosys 0.63+post, stock flow scripts
make -C /OpenROAD-flow-scripts/flow DESIGN_CONFIG=/design/flow/config.mk WORK_HOME=/design/flow/orfs finish
==> flow/config.mk <==
export PLATFORM = sky130hd
export DESIGN_NAME = valid_flop
export DESIGN_NICKNAME = valid_flop
export VERILOG_FILES = /design/flow/design.v
export SDC_FILE = /design/flow/constraint.sdc
export NUM_CORES = 4
export LEC_CHECK = 1
export CORE_AREA = 10 10 70 70
export DIE_AREA = 0 0 80 80
==> flow/constraint.sdc <==
current_design valid_flop

set clk_period 2.1
set clk_io_pct 0.2

create_clock -name clk0 -period $clk_period [get_ports {clk}]

set non_clock_inputs [all_inputs -no_clocks]
set_input_delay [expr $clk_period * $clk_io_pct] -clock clk0 $non_clock_inputs
set_output_delay [expr $clk_period * $clk_io_pct] -clock clk0 [all_outputs]
==> metrics.yaml <==
drive_gt1_share_pct: 23.7
gp_congestion: 0.822
ios: 14
min_path_type: "reg2reg"
ys_cells: 23
ys_types: 10
areaGrowthSynthToFinish_pct: 88.8
drt_iter0_drc: 10
crit_slowest_cell: "clkdlybuf4s50_1"
routed_wl_um: 621
ir_worst_vdd_uv: 81.2
ys_warn_count: 1
grt_pass1_wl_um: 890
power.leakage_nw: 0.146
n_antenna_cell: 0
cts_made_buffers: 3
vias_per_cell: 2.63
crit_path_max_incr_delay_ns: 0.46
cts_tree: "done"
die_area_um2: 6400
clockBufferDepth: 2
outcome: "finished clean"
ys_area_um2: 224
grt_max_degree: 10
cts.sinks: 5
top_usage_layer: "met1"
grt_pass1_vias: 191
clk_root_buffer_cell: "clkbuf_4"
ys.flops: 5
placed_area_um2: 397
fp-row-count: 21
overflow: 0
fmax_mhz: 525
clk_pin_slew_ns: 0.04
core_area_um2: 3420
cts_max_level: 1
rsz0062_at_grt: "no"
avgSynthCellArea_um2: 9.74
use_met2_pct: 2.01
post-route-cell-area_um2: 423
layout_top_cells: "13 x clkdlybuf4s50_1, 5 x dfxtp_1, 4 x nand2_1, 4 x nand4_1, 4 x o21ai_2"
vias: 221
drv_slew: 0
fp-utilization_pct: 6.56
cts_hold_buffers: 0
wl_per_cell_um: 7.39
hold_violations: 0
dpl.hpwl_um: 487
arrival_ns: 1.48
regArea_um2: 100
drtAntennaViolNets: 0
layout.cells.most_common: "clkdlybuf4s50_1"
worstSetupEndpointType: "primary output"
reg2reg_slack_ns: 1.25
max_slew_margin_pct: 80.0
syn_inst: 23
grt_util_met3_pct: 0.909
critPathMostFrequentCell: "clkdlybuf4s50_1"
stdcell_count: 84
track_usage_pct: 1.72
die_h_um: 80
post-route-period-util_pct: 90.7
met1_usage_pct: 2.47
skew_ns: 0.000559
io_buffers: 13
p_per_area_nw_per_um2: 613
cap_violations: 0
antenna_found_initial: 0
path_max_fanout: 7
cp_cell_sequence: "clkdlybuf4s50_1, nand2b_4, clkdlybuf4s50_1"
n_fill_cell: 393
post-route-drc-count: 0
tns_ns: 0
cp.required_ns: 1.68
netlist_area_um2: 224
dieWidth_um: 80
dp_cells: 80
tool_warnings: 25
cp_top_family: "buffers and inverters"
crit_type: "in2out"
cts_resized: 0
post-cts-setup-buffers: 0
ys_seq_share_pct: 44.7
insertion_delay_ns: 0.24
path_buffers: 2
worst_pin_slew_ns: 0.299
setup_violations: 0
combGateArea_um2: 105
p_total_mw: 0.259
period_needed_ns: 1.90
start_kind: "input port"
dr.pass1.iters: 2
-- tightest hold or removal path: cells and delay by family (launching register included) --
family           cells  cell delay, ns
flip-flops           1            0.30
AND-OR/OR-AND        1            0.04
AND/OR/NAND/NOR      1            0.06
-- cell families after synthesis --
logic type             Yosys count  share of synthesized area, %
AOI/OAI and AO/OA                5                          19.0
DFF                              5                          44.7
buffers and inverters            3                          8.38
and+or+nand+nor                 10                          27.9
-- per-stage QoR --
stage | util (%) | setup WS (ns) | hold WS, ns
6_report | 12.4 | 0.196 | 0.453
5_1_grt | 12.4 | 0.169 | 0.466
4_1_cts | 12.4 | 0.185 | 0.456
3_5_place_dp | 11.6 | 0.191 | 0.450
3_3_place_gp | 11.6 | 0.187 | 0.449
2_1_floorplan | - | 1.03 | 0.425
-- Yosys cell counts --
| master | instances | area, um2 |
|---|---|---|
| nand2_1 | 4 | 15.0 |
| inv_1 | 1 | 3.75 |
| nand2b_4 | 1 | 13.8 |
| o21ai_2 | 4 | 35.0 |
| dfxtp_1 | 5 | 100 |
| nand4_1 | 4 | 25.0 |
| clkbuf_1 | 1 | 3.75 |
| buf_6 | 1 | 11.3 |
| a21boi_0 | 1 | 7.51 |
| and2_4 | 1 | 8.76 |
-- final cells by class --
cell class | instances | area share [%]
inverters | 1 | 0.888
repair buffers | 13 | 30.8
flip-flops and latches | 5 | 23.7
multi-input cells | 15 | 24.9
well taps | 46 | 13.6
clock buffers | 4 | 6.21
-- sequential cells by signal, summed over array words and instances (netlist names) --
signal      count
data_down       4
valid_down      1
-- final timing paths --
| check | startpoint | to | depth (start not counted) |
|---|---|---|---|
| worst max-delay path | ready_down | ready_up | 3 |
| worst max register to register | valid_down$_SDFFE_PN0P_ | data_down[3]$_SDFFE_PN0P_ | 3 |
| worst min-delay path | data_down[0]$_SDFFE_PN0P_ | data_down[0]$_SDFFE_PN0P_ | 2 |
| worst min register to register | data_down[0]$_SDFFE_PN0P_ | data_down[0]$_SDFFE_PN0P_ | 2 |
-- metal layers --
metal / wire length, um / up-vias
met5: 0 / -
met2: 214 / 12
met4: 4 / 0
li1: - / 109
met1: 293 / 98
met3: 109 / 2
-- report_power, final --
group          total, mW  internal [mW]  switching (mW)
logic             0.0433         0.0295          0.0138
registers          0.105          0.101         0.00348
clock network      0.111         0.0718          0.0394
total              0.259          0.203          0.0567
